===== ./run.sh =====
#!/bin/bash
# OpenROAD 26Q1-2900-gdf79404cd8, Yosys 0.63+post, stock flow scripts
make -C /OpenROAD-flow-scripts/flow DESIGN_CONFIG=/design/flow/config.mk WORK_HOME=/design/flow/orfs finish

===== ./config.mk =====
export PLATFORM = sky130hd
export DESIGN_NAME = Data_memory
export DESIGN_NICKNAME = Data_memory
export VERILOG_FILES = /design/flow/design.v
export SDC_FILE = /design/flow/constraint.sdc
export NUM_CORES = 4
export LEC_CHECK = 1
export CORE_UTILIZATION = 30

===== ./constraint.sdc =====
current_design Data_memory

set clk_period 32.2
set clk_io_pct 0.2

create_clock -name clk0 -period $clk_period [get_ports {CLK}]

set non_clock_inputs [all_inputs -no_clocks]
set_input_delay [expr $clk_period * $clk_io_pct] -clock clk0 $non_clock_inputs
set_output_delay [expr $clk_period * $clk_io_pct] -clock clk0 [all_outputs]

===== ./design.v =====
`timescale 1ns / 1ps
module Data_memory #(
    parameter Data_Mem_width =32,
    parameter Data_Mem_length =64
)(
    input [Data_Mem_width-1:0] A,
    input [Data_Mem_width-1:0] WD,
    input WE,CLK,
    output reg [Data_Mem_width-1:0]RD
);
    reg[Data_Mem_width-1:0] Data_Mem[0:Data_Mem_length-1];
        always @(posedge CLK ) begin
            if(WE==1)
            Data_Mem[A[Data_Mem_width-1:2]]<=WD;
    end
    always @(*) begin
        RD=Data_Mem [A[Data_Mem_width-1:2]] ;
    end
endmodule

==> impl_metrics.yaml <==
# generated from flow reports
detailed_routing:
  dr.pass1.iters: 5
  antennaDiodeCount: 0
  wl_per_cell_microns: 26.4
  wl_microns: 209000
  via_per_inst: 5.24
  antenna_left: 0
  drtIter0Drc: 2779
  vias: 41500
  drc: 0
worst_setup_path:
  critPathSlowestCell: "buf_4"
  crit_top_cell: "buf_4"
  start_kind: "input pin"
  crit_arrival_ns: 11.53
  crit_fanout: 59
  max_stage_delay_ns: 0.69
  crit_type: "in2out"
  setup.worst_path.end_class: "output pin"
  path_cells: "buf_8, buf_4, buf_4, buf_4, mux4_2, mux2i_1, nor2_1, a2111oi_0, nand3_1, clkdlybuf4s50_1"
  cp.required_ns: 25.76
clocking:
  cts-resized-gates: 0
  cts_made_buffers: 188
  cts.hold.buffers_added: 0
  clock_path_buffers: 3
  htree_levels: 4
  cts-root-buf: "clkbuf_16"
  cts_setup_buffers: 0
  clkTransAtPathRegs_ns: 0.06
  cts_tree: "done"
  clock_sinks: 2048
cells_and_area:
  area_delta_synth_final_pct: 14.7
  largest_reg_flops: 2048
  final_cell_count_no_fill: 7910
  drive_gt1_frac: 0.180
logic_synthesis:
  avgSynthCellArea_sq_um: 18.6
  yosysTopAreaCellShare: 0.786
  ys_cells: 4207
  ys_types: 55
  ys_sh_xor: 0
  ys.flops: 2048
  yosys.area_share.aoi: 0.0873
  ys_sh_adder: 0
  ys_sh_simple: 0.0283
  synthTopCellsByArea: "edfxtp_1 79%, mux2i_1 3.3%, mux4_2 2.8%, mux2_2 2.1%, a221oi_1 2.0%"
  synth_seq_share: 0.786
  mappedNetlistArea_sq_um: 78300
  yosys_area_sq_um: 78300
  logic_family: "AND-OR/OR-AND gates"
  synth.largest_area_cell: "edfxtp_1"
  synthCells: 4207
  synth_top_flop_cell: "edfxtp_1"
  ys_async_sr_fraction: 0
  yosys_warnings: 1
  edf_count: 2048
  synth.area.mux_share: 0.0819
global_route:
  grt_antenna_before_repair: 7
  grt_pass1_wl_microns: 303000
  grt-ovfl-total: 0
  grt_pass1_vias: 44100
  grt_max_degree: 95
  track_usage: 0.169
run:
  tool_warnings: 52
  cap_violations: 0
outcome:
  outcome: "finished, final reports clean"
die:
  initial_core_util: 0.302
  core-area_sq_um: 259000
  fp-row-count: 187
  die_h_microns: 513
  die_area_sq_um: 263000
  die_width_microns: 513
  pin_count: 98
sta:
  worst_pin_slew_ns: 1.06
  finalClockPeriodUsage: 0.558
  slew_headroom: 0.274
  drv_slew: 0
  max_freq_mhz: 55.7
  period_needed_ns: 17.97
  final-hold-violation-count: 0
  setup_viol: 0
  rsz0062_at_grt: "false"
  tns_ns: 0
pwr:
  powerDensity_nw_per_um2: 60.4
  total_power_mw: 5.42
  vdd_ir_drop_max_mv: 0.0431
  power_leakage_nw: 28.1
place:
  gp_congestion: 0.864
  dpl.cell_count: 7569
  numPortBuffers: 71
  dpl.hpwl_microns: 116000
worst_hold_path:
  hp-class: "in2reg"
final cells by class:
| class | count | area, sq um |
|---|---|---|
| fill | 23700 | 170000 |
| sequential | 2048 | 61500 |
| multi-input combinational | 1859 | 16100 |
| clock buffer | 232 | 4930 |
| tap | 3402 | 4260 |
| timing repair buffer | 258 | 1990 |
| clock inverter | 109 | 1020 |
| inverter | 2 | 15.0 |
where the power goes:
part / switching, mW / leakage (nW) / total (mW) / internal, mW
sequential: 0.00362 / 18.4 / 2.96 / 2.95
combinational: 0.200 / 6.78 / 0.293 / 0.0929
clock: 0.955 / 2.91 / 2.17 / 1.22
cells in the final DEF (no fill, tap or decap), types with 4 or more instances in the layout:
cell type and count:
a221oi_1 175, bufinv_16 16, or4_1 15, a21oi_1 121
buf_2 32, mux4_2 96, o22a_1 70, clkbuf_16 191
a22o_1 66, a211oi_1 17, mux2i_1 259, nor2_4 67
a22oi_1 188, clkinv_8 5, mux2_2 147, o21ai_0 84
o2bb2ai_1 15, edfxtp_1 2048, clkdlybuf4s50_1 36, clkbuf_1 41
and3_1 85, or4b_1 14, nor4_1 14, buf_4 185
clkinv_2 30, nor2b_4 4, clkinv_1 45, nand2b_1 15
nand3_1 53, a222oi_1 16, nand2_1 27, o221ai_1 6
nor3_1 19, a221o_1 15, o22ai_1 93, a31oi_1 43
inv_6 7, nor2_1 77, a2111oi_0 11
critical path, delay by kind of cell:
kind,cells,cell delay (ns)
buf+inv,5,2.90
compound gates,1,0.64
mux,2,0.87
simple gates,2,0.48
synthesized netlist by cell type, types with 83 or more instances:
cell,number
mux4_2,96
a22oi_1,188
buf_2,83
clkbuf_1,168
o21ai_0,84
mux2i_1,259
a21oi_1,121
a221oi_1,175
mux2_2,147
and3_1,85
o22ai_1,93
nor2_1,145
edfxtp_1,2048
stage by stage:
| stage | instance area [sq um] | hold slack, ns | setup slack (ns) | util |
|---|---|---|---|---|
| after floorplan | 78300 | 6.54 | 17.21 | - |
| after global routing | 89800 | 5.82 | 13.89 | 0.346 |
| after CTS | 89800 | 5.80 | 14.17 | 0.346 |
| after global placement | 83800 | 6.68 | 14.15 | 0.323 |
| after detailed placement | 83800 | 6.68 | 14.18 | 0.323 |
| final | 89800 | 5.86 | 14.23 | 0.346 |
path summary, 6_finish.rpt:
check   start          endpoint  depth (start not counted)  slack (ns)
max      A[3]            RD[18]                         10       14.23
min    WD[17]  Data_Mem[41][17]                          1        5.86
cell families after synthesis:
kind of cell | count (synthesis)
muxes | 502
buffers and inverters | 300
DFF | 2048
and+or+nand+nor | 424
AOI/OAI and AO/OA | 933
metal layers:
layer  vias to the layer above  track usage  wire length [microns]
met2                      2563        0.251                  96100
met3                       357        0.133                  35300
met1                     20700        0.189                  70700
met5                         -       0.0163                    605
met4                        20       0.0430                   6400
li1                      17900            -                      -
Power and IR drop assume default switching activity.
