==> /design/flow/design.v <==
`timescale 1ns / 1ps
module Extender (
    input [1:0]ImmSrc,
    input [31:7]INPUT,
    output reg [31:0] ImmExt
);
localparam I_Type =2'b00,
           S_Type =2'b01,
           B_Type =2'b10;
 always @(*) begin
    case (ImmSrc)
        I_Type:ImmExt={{ 20{INPUT[31] }},INPUT[31:20]};
        S_Type:ImmExt={{ 20{INPUT[31] }},INPUT[31:25],INPUT[11:7]};
        B_Type:ImmExt={{ 20{INPUT[31] }},INPUT[7],INPUT[30:25],INPUT[11:8],1'b0};
         default: ImmExt=0;
    endcase
 end   
endmodule
`timescale 1ns / 1ps
module IFU (
    input PCSrc_IF,
    input [1:0] ImmSrc_IF,
    input [31:7] Instr,
    input areset_IF,clk_IF,load_IF,
    output [31:0]ImmExt_IF,PC_IF
);
  wire [31:0] PC_Next_IF; 
PC_Next U1(
.PCSrc(PCSrc_IF),
.immExt(ImmExt_IF),
.PC(PC_IF),
.PC_next(PC_Next_IF)
);
PC_Register U2(
.areset(areset_IF),
.clk(clk_IF),
.load(load_IF),
.PC_next(PC_Next_IF),
.PC(PC_IF)
);
Extender U3(
.ImmSrc(ImmSrc_IF),
.INPUT(Instr),
.ImmExt(ImmExt_IF)
);
endmodule
module PC_Next (
    PCSrc,immExt,PC_next,PC
);
 input PCSrc;
 input [31:0]  immExt,PC;
 output [31:0] PC_next;
 always @(*) begin
    if (PCSrc==0) begin
        PC_next=PC+4;
    end else begin
        PC_next=PC+immExt;
    end
 end
endmodule
module PC_Register (
    PC_next,areset,clk,load,PC
);
    input [31:0]PC_next;
    input areset,clk,load;
    output [31:0]PC;
    always @(posedge clk or negedge areset ) begin
        if (areset==0) begin
            PC<=0;
        end else begin
            if (load==1) begin
               PC<=PC_next;
            end
        end
    end
endmodule
==> /design/flow/run.sh <==
#!/bin/bash
# OpenROAD 26Q1-2900-gdf79404cd8, Yosys 0.63+post, stock flow scripts
make -C /OpenROAD-flow-scripts/flow DESIGN_CONFIG=/design/flow/config.mk WORK_HOME=/design/flow/orfs finish
==> /design/flow/constraint.sdc <==
current_design IFU

set clk_period 9.5
set clk_io_pct 0.2

create_clock -name clk0 -period $clk_period [get_ports {clk_IF}]

set non_clock_inputs [all_inputs -no_clocks]
set_input_delay [expr $clk_period * $clk_io_pct] -clock clk0 $non_clock_inputs
set_output_delay [expr $clk_period * $clk_io_pct] -clock clk0 [all_outputs]
==> /design/flow/config.mk <==
export PLATFORM = sky130hd
export DESIGN_NAME = IFU
export DESIGN_NICKNAME = IFU
export VERILOG_FILES = /design/flow/design.v
export SDC_FILE = /design/flow/constraint.sdc
export NUM_CORES = 4
export LEC_CHECK = 1
export CORE_UTILIZATION = 40
==> deck_impl_summary.md <==
Implementation Results

Synth
  • Top-count cell post-synth: a21oi_1
  • Syn Area/Cell: 7.31 sq um
  • Post-synth EDFFs: 0
  • Area leader share: 20.7%
  • FFs w/ async S/R, synth: 100%
  • Synth Cell Area: 0.00387 sq mm
  • # Cells Yosys: 530
  • Cell type with the largest total area: dfrtp_1
  • Yosys cell types: 56
  • Synth top cells by count: 69 x a21oi_1, 55 x nand2_1, 49 x o21ai_0
  • Seq/Total Area, Yosys: 20.7%
  • Ys Warns: 7
  • Mapped Cells: 530
  • Top area cell types: dfrtp_1 21%, ha_1 10%, a21oi_1 8.9%
  • Yosys Chip Area: 0.00387 sq mm
  • Post-synth regs: 32
  • Ys flop type: dfrtp_1

Timing
  • Final setup fails: 0
  • Fmax: 0.172 GHz
  • Hold Fails Final Rpt: 0
  • Minimum clock period after layout: 5.82 ns
  • Sum of negative setup slack: 0 ns
  • Slew HR: 47.9%
  • Fin. max-slew vios: 0
  • RSZ-0062 raised after global routing: no
  • Layout Skew: 0.00506 ns
  • Slew @ Worst Pin: 0.778 ns
  • Min Hold Slack: 0.528 ns
  • Period Utilization, post-route: 61.2%
  • Setup ws final: 3.68 ns

Power and ir drop
  • Pint: 0.000686 W
  • Switching share of power: 46.0%
  • Worst vdd ir: 0.000120 V
  • Total Power: 0.00127 W
  • Combinational Power Share: 67.2%
  • Net Switching: 0.000583 W
  • PwrDens: 264 mW/mm^2
  • Leakage: 1.99 nW
  • Clock share of power: 9.0%
  • Power share of the sequential group: 23.8%

Global route
  • Global Route Usage Sum: 23.6%
  • Largest net degree at the start of global routing: 47
  • First-pass GRT wire length: 18,700 microns
  • Grt ovf: 0
  • Antenna violations before repair: 0
  • Vias in the first global route: 3,818

Clock network
  • Clock Sinks: 32
  • Number of hold buffers added after cts: 0
  • H-tree levels: 2
  • Total CTS buffers: 5
  • Number of setup buffers added after CTS: 0
  • Max clock buf depth: 2
  • TritonCTS clock tree: yes
  • Clock Root Buffer: clkbuf_8
  • Clock slew at reported path FFs: 0.07 ns
  • Clk ins delay skew pair: 0.29 ns
  • CTS resizes: 0

Setup path
  • Critical Path RT: 7.60 ns
  • WP data arrival: 3.92 ns
  • Slowest CP cell: clkdlybuf4s50_1
  • Crit Path Class: in -> out
  • CP endpoint kind: output port
  • CP startpoint kind: input port
  • WP buf/inv: 4
  • Cell family with the largest share of critical-path delay: buffers and inverters
  • CP max stage delay: 0.59 ns
  • Max Fanout on Critical Path: 41
  • Critical path cell sequence: clkdlybuf4s50_1, nand2_1, nand2_1, inv_1, buf_4, clkdlybuf4s50_1

Min path
  • Worst Hold Class: reg -> reg

Floorplanning
  • Num rows: 35
  • Die area: 0.0101 sq mm
  • Die span in y: 100 microns
  • I/O pin total: 95
  • Die W: 100 microns
  • Core area: 0.00933 sq mm
  • Initial Util: 41.5%

Final layout
  • Top Registers: U2.PC (32)
  • Top reg by flops: U2.PC
  • Area grow syn2layout: 24.2%
  • Ratio of cells with drive above 1 in the final layout: 4.23%
  • Max reg flops: 32

Job
  • Count of tool warnings: 33
  • Max-capacitance violation count: 0

Detailed routing
  • DR WL/cell: 15.7 microns
  • # DRC: 0
  • Vias post-DR: 4,055
  • Vias/cell: 5.63
  • Iter 0 DRT Violations: 210
  • TritonRoute pass-1 iters: 5
  • Post-DRT Antenna Nets: 0
  • Final Routed Wirelength: 11,300 microns
  • # diodes: 0

Placed design
  • Port Buffers: 86
  • Post-DP HPWL: 8370 microns
  • Worst Setup Slack post-DPL: 3.69 ns
  • Placer Congestion: 0.970

Run status
  • Outcome: finished, final reports clean
-- power groups by stage --
stage,registers [W],clock network [W],logic [W]
6_report,0.000302,0.000114,0.000853
5_1_grt,0.000319,0.000125,0.000959
4_1_cts,0.000303,0.000118,0.000852
-- layout make-up --
class,count,area [sq um]
Clock buffer,8,90.1
Fill cell,898,4520
Inverter,17,63.8
Multi-Input combinational cell,442,2790
Sequential cell,32,801
Tap cell,129,161
Timing Repair Buffer,92,906
-- stage by stage --
step / cell area [sq um] / util, % / instances
2_1_floorplan: 3870 / - / 530
3_3_place_gp: 4720 / 50.6 / 712
3_5_place_dp: 4720 / 50.6 / 712
4_1_cts: 4810 / 51.6 / 720
5_1_grt: 4810 / 51.6 / 720
6_report: 4810 / 51.6 / 720
-- cell usage in the layout, fill, tap and decap left out, types with 4 or more instances in the layout --
| cell type | instances |
|---|---|
| a21o_1 | 12 |
| a21oi_1 | 69 |
| a22oi_1 | 6 |
| a31o_2 | 4 |
| a31oi_1 | 7 |
| and2_1 | 8 |
| and3_1 | 9 |
| buf_4 | 6 |
| clkbuf_8 | 6 |
| clkdlybuf4s50_1 | 86 |
| dfrtp_1 | 32 |
| ha_1 | 32 |
| inv_1 | 16 |
| mux2i_1 | 9 |
| nand2_1 | 55 |
| nand3_1 | 27 |
| nand4_1 | 6 |
| nor2_1 | 47 |
| nor3_1 | 10 |
| nor4_1 | 4 |
| o21a_1 | 4 |
| o21ai_0 | 49 |
| o21bai_1 | 10 |
| o22ai_1 | 4 |
| o31ai_1 | 5 |
| or3_1 | 6 |
| xnor2_1 | 11 |
| xor2_1 | 8 |
-- worst reg2reg max path, delay by kind of cell, from the launching register on --
family                     cells  cell delay (ns)
AOI/OAI and AO/OA              7             1.86
adders and majority gates      2             0.66
DFF                            1             0.40
and+or+nand+nor                1             0.16
-- routing by layer --
metal	routed length (microns)	part of all wire (%)	track usage (%)
met1	5570	49	36.1
met2	5070	45	37.6
met3	527	4.7	2.12
met4	162	1.4	3.34
met5	0	0	0
-- kinds of logic (layout without fill, tap and decap cells) --
kind of cell / Yosys count / count (layout) / synth area share [%]
buf+inv: 56 / 117 / 7.33
mux: 12 / 12 / 3.30
simple gates: 183 / 183 / 22.2
flops: 32 / 32 / 20.7
xor+xnor: 19 / 19 / 4.30
fa+ha+maj: 33 / 33 / 10.9
compound gates: 195 / 195 / 31.3
-- path summary, 6_finish.rpt --
kind                                       from  slack (ns)                     to  cells past startpoint
max in group asynchronous             areset_IF        7.18  U2.PC[16]$_DFFE_PN0P_                      2
setup / recovery                   ImmSrc_IF[0]        3.68          ImmExt_IF[13]                      6
hold reg to reg            U2.PC[0]$_DFFE_PN0P_        0.53   U2.PC[0]$_DFFE_PN0P_                      2
setup reg to reg           U2.PC[0]$_DFFE_PN0P_        6.31  U2.PC[28]$_DFFE_PN0P_                     10
min in group asynchronous             areset_IF        2.02  U2.PC[27]$_DFFE_PN0P_                      2
hold / removal             U2.PC[0]$_DFFE_PN0P_        0.53   U2.PC[0]$_DFFE_PN0P_                      2
Power is estimated from default activity; no workload was simulated.
