### flow/config.mk
export PLATFORM = sky130hd
export DESIGN_NAME = Data_Path
export DESIGN_NICKNAME = Data_Path
export VERILOG_FILES = /design/flow/design.v
export SDC_FILE = /design/flow/constraint.sdc
export NUM_CORES = 4
export LEC_CHECK = 1
export CORE_UTILIZATION = 30
### flow/constraint.sdc
current_design Data_Path

set clk_period 23.7
set clk_io_pct 0.2

create_clock -name clk0 -period $clk_period [get_ports {CLK_DP}]

set non_clock_inputs [all_inputs -no_clocks]
set_input_delay [expr $clk_period * $clk_io_pct] -clock clk0 $non_clock_inputs
set_output_delay [expr $clk_period * $clk_io_pct] -clock clk0 [all_outputs]
### flow/design.v
module ALU ( SrcA, SrcB, ALUControl, Zero, ALUResult, sign_flag);
    input [31:0] SrcA, SrcB;
    input [2:0]ALUControl;
    output reg Zero, sign_flag;
    output reg [31:0]ALUResult;
    always @(*) begin
        case (ALUControl)
            3'b000: ALUResult=SrcA+SrcB;
            3'b001: ALUResult=SrcA<<SrcB;
            3'b010: ALUResult=SrcA-SrcB;
            3'b100: ALUResult=SrcA^SrcB;
            3'b101: ALUResult=SrcA>>SrcB;
            3'b110: ALUResult=SrcA|SrcB;
            3'b111: ALUResult=SrcA&SrcB;
            default: ALUResult=0;
        endcase
        zero =~|ALUResult;
        sign_flag=ALUResult[31];
    end
endmodule
module Data_Path (
    input [4:0] A1_DP,A2_DP,A3_DP,
    input [31:0]WD3_DP,ImmExt_DP,
    input [2:0]ALUControl_DP,
    input CLK_DP,WE3_DP,reset_DP,ALUSrc,
    output Zero_DP, sign_flag_DP,
    output [31:0] ALUResult_DP,RD2_DP
);
wire [31:0]RD1_DP;
reg [31:0]SrcB_DP;
ALU U1(
.SrcA(RD1_DP),.SrcB(SrcB_DP),.ALUControl(ALUControl_DP),
.Zero(Zero_DP),.sign_flag(sign_flag_DP),
.ALUResult(ALUResult_DP)
);
Register_file U2 (
.A1(A1_DP),.A2(A2_DP),.A3(A3_DP),
.WD3(WD3_DP),.CLK(CLK_DP),.WE3(WE3_DP),.reset(reset_DP),
.RD1(RD1_DP),.RD2(RD2_DP)
);
always @(*) begin
if (ALUSrc) begin
    SrcB_DP=ImmExt_DP;
end else begin
   SrcB_DP=RD2_DP; 
end
end
endmodule
module Register_file #(
    parameter Adress_width =5,
                Data_width = 32
) (
    input [4:0] A1,A2,A3,
    input [31:0] WD3,
    input CLK , WE3,reset,
    output [31:0] RD1,RD2
);
    reg [31:0] REG_FILE[0:31];   
    integer i;
    always @(posedge CLK or negedge reset) begin
        if (reset==0) begin
            for (i=0  ; i<=31; i=i+1) begin
                REG_FILE[i]<=0;
            end
        end
        else if (WE3==1) begin
            REG_FILE[A3]<=WD3;
        end
    end
    always @(*) begin
        RD1=REG_FILE[A1];        
        RD2=REG_FILE[A2];        
    end
endmodule 
### flow/run.sh
#!/bin/bash
# OpenROAD 26Q1-2900-gdf79404cd8, Yosys 0.63+post, stock flow scripts
make -C /OpenROAD-flow-scripts/flow DESIGN_CONFIG=/design/flow/config.mk WORK_HOME=/design/flow/orfs finish
==> node_exporter_impl.prom <==
# HELP chip_impl_metric Flow report values
# TYPE chip_impl_metric gauge
chip_impl_info{name="status",value="completed"} 1
chip_impl_info{name="cell_taking_the_most_area_after_synthesis",value="sky130_fd_sc_hd__dfrtp_1"} 1
chip_impl_metric{name="cts_buffers",unit=""} 112
chip_impl_metric{name="synthToLayoutAreaGrowth",unit="%"} 14.3
chip_impl_metric{name="final.fill_count",unit=""} 21000
chip_impl_metric{name="routing_usage_on_met3",unit=""} 0.204
chip_impl_info{name="crit_path_end_kind",value="output pin"} 1
chip_impl_info{name="worstSetupPathType",value="input pin to output pin"} 1
chip_impl_metric{name="drt_iter0_markers",unit=""} 7824
chip_impl_info{name="registers.top_by_ff_count",value="U2.REG_FILE"} 1
chip_impl_metric{name="synth_area_per_cell",unit="sq um"} 9.91
chip_impl_metric{name="max-slew-margin-rel",unit=""} 0.0704
chip_impl_metric{name="detailedRoute.firstPassIterationCount",unit=""} 6
chip_impl_metric{name="mappedNetlistArea",unit="sq mm"} 0.0633
chip_impl_metric{name="antenna_found_initial",unit=""} 36
chip_impl_metric{name="dp.cells",unit=""} 9049
chip_impl_metric{name="grt_pass1_wl",unit="mm"} 488
chip_impl_metric{name="ys_chip_area",unit="sq mm"} 0.0633
chip_impl_metric{name="internal_power",unit="uW"} 3710
chip_impl_info{name="cts.root.buffer_cell",value="sky130_fd_sc_hd__clkbuf_16"} 1
chip_impl_metric{name="synth_cells",unit=""} 6392
chip_impl_metric{name="cp.arrival",unit="ns"} 14.85
chip_impl_metric{name="finalHoldViolCount",unit=""} 0
chip_impl_info{name="class_of_the_tightest_hold_or_removal_check",value="flip-flop to flip-flop"} 1
chip_impl_metric{name="placementRows",unit=""} 168
chip_impl_metric{name="drv_cap",unit=""} 0
chip_impl_info{name="timing.rr.start",value="U2.REG_FILE[7][14]"} 1
chip_impl_metric{name="route.vias.total",unit=""} 61300
chip_impl_metric{name="sequential_cell_area",unit="sq mm"} 0.0256
chip_impl_info{name="largestRegisters",value="U2.REG_FILE (1024)"} 1
chip_impl_metric{name="clockBufferDepth",unit=""} 3
chip_impl_metric{name="cts_repair_resize_count",unit=""} 0
chip_impl_metric{name="synth-seq-cells",unit=""} 1024
chip_impl_metric{name="finish.cell_count_without_fillers",unit=""} 9278
chip_impl_metric{name="enable_flop_cells",unit=""} 0
chip_impl_info{name="flop_cell",value="sky130_fd_sc_hd__dfrtp_1"} 1
chip_impl_metric{name="grt_max_degree",unit=""} 128
chip_impl_metric{name="postCtsHoldBufs",unit=""} 0
chip_impl_info{name="crit_path_start_kind",value="input pin"} 1
chip_impl_metric{name="wire_per_inst",unit="um"} 38.1
chip_impl_metric{name="grt_remaining_overflow",unit=""} 0
chip_impl_metric{name="critPathRequiredTime",unit="ns"} 18.96
chip_impl_metric{name="power_switching",unit="uW"} 1970
chip_impl_metric{name="dieArea",unit="sq mm"} 0.213
chip_impl_metric{name="synth_top_area_share",unit=""} 0.405
chip_impl_metric{name="skew_final",unit="ns"} 0
chip_impl_metric{name="floorplan.core_area",unit="sq mm"} 0.210
chip_impl_info{name="unrepaired_setup_endpoints_after_global_routing",value="no"} 1
chip_impl_metric{name="clock.latency.late_pin",unit="ns"} 0.76
chip_impl_metric{name="clock_power_share",unit=""} 0.318
chip_impl_metric{name="maximum_frequency_from_static_timing_analysis",unit="GHz"} 0.0511
chip_impl_metric{name="route.detailed.drc",unit=""} 0
chip_impl_metric{name="die-height",unit="um"} 462
chip_impl_metric{name="gp_routability_congestion",unit=""} 1.07
chip_impl_metric{name="port_buffers",unit=""} 150
chip_impl_metric{name="cell_pwr_density",unit="mW/mm^2"} 78.5
chip_impl_metric{name="fin_setup_tns",unit="ns"} 0
chip_impl_metric{name="critical_path.max_stage_delay",unit="ns"} 0.83
chip_impl_metric{name="cts.reportedPaths.clkPinSlew",unit="ns"} 0.06
chip_impl_metric{name="p_total",unit="uW"} 5680
chip_impl_metric{name="netlist-cell-type-count",unit=""} 102
chip_impl_metric{name="report.final.slew_viol_count",unit=""} 0
chip_impl_metric{name="synth_async_sr_flop_share",unit=""} 1.00
chip_impl_info{name="grt_busiest_layer",value="met2"} 1
chip_impl_metric{name="power_frac_seq",unit=""} 0.424
chip_impl_metric{name="post_drt_via_cell_ratio",unit=""} 6.61
chip_impl_metric{name="log.warning_count",unit=""} 67
chip_impl_metric{name="cts_num_sinks",unit=""} 1024
chip_impl_metric{name="p_leak",unit="uW"} 0.0322
chip_impl_metric{name="largest_register_ffs",unit=""} 1024
chip_impl_metric{name="detailed_place_hpwl",unit="mm"} 228
chip_impl_metric{name="cts_setup_buffers",unit=""} 0
chip_impl_metric{name="gr-usage-all-layers",unit=""} 0.338
chip_impl_metric{name="vias_in_the_first_global_route",unit=""} 59800
chip_impl_metric{name="synth_warnings",unit=""} 9
chip_impl_metric{name="drt_wl_total",unit="mm"} 354
chip_impl_metric{name="htree_num_levels",unit=""} 3
chip_impl_metric{name="sw_frac_of_total",unit=""} 0.347
chip_impl_metric{name="worstMarginPinSlew",unit="ns"} 1.38
chip_impl_metric{name="setup_violations",unit=""} 0
chip_impl_metric{name="postSynthSeqShare",unit=""} 0.405
chip_impl_metric{name="path_max_fanout",unit=""} 45
chip_impl_metric{name="logic_area",unit="sq mm"} 0.0349
chip_impl_metric{name="drive_gt1_frac",unit=""} 0.266
chip_impl_info{name="tritoncts_clock_tree",value="done"} 1
chip_impl_metric{name="floorplan.die.width",unit="um"} 462
chip_impl_metric{name="p_comb_frac",unit=""} 0.258
chip_impl_metric{name="final_critical_path_time_including_i_o_delays_and_setup",unit="ns"} 19.59
chip_impl_metric{name="vdd_drop_max",unit="mV"} 0.0631
chip_impl_metric{name="ioPinCount",unit=""} 152
chip_impl_metric{name="finalHoldWorstSlack",unit="ns"} 0.506
chip_impl_metric{name="fraction_of_met2_tracks_used_by_global_routing",unit=""} 0.454
chip_impl_info{name="post_synth_main_area_contributors",value="sky130_fd_sc_hd__dfrtp_1 (40%), sky130_fd_sc_hd__mux2_2 (19%), sky130_fd_sc_hd__nand3_1 (6.6%)"} 1
chip_impl_metric{name="synth.yosys.num_cells",unit=""} 6392
chip_impl_metric{name="gr-usage-met1",unit=""} 0.406
chip_impl_metric{name="period_used_share",unit=""} 0.826
chip_impl_metric{name="drtAntennaViolNets",unit=""} 0
chip_impl_metric{name="floorplan_stage_core_utilization",unit=""} 0.302
chip_impl_info{name="timing.hold.worst.start",value="U2.REG_FILE[8][18]"} 1
chip_impl_info{name="worst_path_max_delay_cell",value="sky130_fd_sc_hd__o22ai_1"} 1
chip_impl_info{name="launch_point_of_the_critical_path",value="A2_DP[1]"} 1
[worst max-delay path, delay by kind of cell]
kind                     cells  cell delay (ns)
AND/OR/NAND/NOR              5             1.61
adder cells (fa/ha/maj)      1             0.37
AND-OR/OR-AND               14             5.08
buffers and inverters        6             2.70
XOR/XNOR                     2             0.24
[metal layers]
metal | wire (um) | share of wire | up-vias
met5 | 926 | 0.0026 | -
met4 | 29300 | 0.083 | 48
met3 | 58000 | 0.16 | 1596
met2 | 141000 | 0.40 | 5035
met1 | 125000 | 0.35 | 30400
li1 | - | - | 24200
[cell usage in the layout, fill, tap and decap left out, types with 126 or more instances in the layout]
cell / n
sky130_fd_sc_hd__mux2_2: 1059
sky130_fd_sc_hd__dfrtp_1: 1024
sky130_fd_sc_hd__nand3_1: 839
sky130_fd_sc_hd__and3_1: 462
sky130_fd_sc_hd__buf_4: 346
sky130_fd_sc_hd__nand4_1: 254
sky130_fd_sc_hd__nor2_1: 185
sky130_fd_sc_hd__a22oi_1: 174
sky130_fd_sc_hd__nand2_1: 171
sky130_fd_sc_hd__clkdlybuf4s50_1: 137
sky130_fd_sc_hd__o21ai_0: 134
sky130_fd_sc_hd__a2111oi_0: 126
[kinds of logic (layout without fill, tap and decap cells)]
kind of cell             Yosys count  in the layout  synth area share
XOR/XNOR                          61             61           0.00843
multiplexers                    1167           1167             0.205
AND-OR/OR-AND                    990            990             0.115
buffers and inverters            762            823            0.0496
flip-flops                      1024           1024             0.405
other                              1             21         0.0000592
AND/OR/NAND/NOR                 2290           2290             0.198
adder cells (fa/ha/maj)           97             97            0.0193
[synthesized netlist by cell type (13+ instances only)]
library cell / n
sky130_fd_sc_hd__a22o_1: 26
sky130_fd_sc_hd__buf_6: 17
sky130_fd_sc_hd__a2111oi_0: 126
sky130_fd_sc_hd__and3_1: 464
sky130_fd_sc_hd__nor4_1: 70
sky130_fd_sc_hd__ha_1: 96
sky130_fd_sc_hd__o211ai_1: 54
sky130_fd_sc_hd__nand3b_1: 29
sky130_fd_sc_hd__and4_1: 24
sky130_fd_sc_hd__and3b_1: 13
sky130_fd_sc_hd__o21a_1: 19
sky130_fd_sc_hd__o21ai_0: 134
sky130_fd_sc_hd__a21o_1: 21
sky130_fd_sc_hd__buf_2: 92
sky130_fd_sc_hd__a21oi_1: 122
sky130_fd_sc_hd__a31oi_1: 20
sky130_fd_sc_hd__o31ai_1: 18
sky130_fd_sc_hd__nand2_1: 184
sky130_fd_sc_hd__nand4_1: 254
sky130_fd_sc_hd__a221o_1: 25
sky130_fd_sc_hd__and2_1: 18
sky130_fd_sc_hd__xnor2_1: 48
sky130_fd_sc_hd__nor3_1: 41
sky130_fd_sc_hd__nand3_1: 839
sky130_fd_sc_hd__a22oi_1: 174
sky130_fd_sc_hd__nor3b_1: 18
sky130_fd_sc_hd__mux2_2: 1059
sky130_fd_sc_hd__xor2_1: 13
sky130_fd_sc_hd__o22ai_1: 35
sky130_fd_sc_hd__nor2b_1: 13
sky130_fd_sc_hd__inv_1: 109
sky130_fd_sc_hd__a221oi_1: 28
sky130_fd_sc_hd__nor2_1: 211
sky130_fd_sc_hd__buf_1: 80
sky130_fd_sc_hd__or4_1: 16
sky130_fd_sc_hd__or3_1: 18
sky130_fd_sc_hd__nand2b_1: 31
sky130_fd_sc_hd__clkbuf_1: 449
sky130_fd_sc_hd__a211oi_1: 22
sky130_fd_sc_hd__mux2i_1: 107
sky130_fd_sc_hd__dfrtp_1: 1024
[layout make-up]
type / instances / area share
diodes: 20 / 0.000691
well taps: 2805 / 0.0485
clock buffers: 171 / 0.0454
repair buffers: 500 / 0.0572
multi-input cells: 4606 / 0.483
flip-flops and latches: 1024 / 0.354
clock inverters: 38 / 0.00596
inverters: 114 / 0.00591
[power by group through the flow]
stage | Sequential, uW | Clock [uW] | Combinational [uW]
CTS | 2390 | 1810 | 1420
global route | 2440 | 1880 | 1540
finish | 2410 | 1810 | 1460
[path summary, 6_finish.rpt]
check | endpoint | slack (ns) | cells past startpoint
max | sign_flag_DP | 4.11 | 28
min | U2.REG_FILE[8][18] | 0.51 | 1
max reg2reg | U2.REG_FILE[7][14] | 22.60 | 1
min reg2reg | U2.REG_FILE[8][18] | 0.51 | 1
max in group asynchronous | U2.REG_FILE[26][28] | 16.94 | 4
min in group asynchronous | U2.REG_FILE[21][8] | 3.96 | 1
[metrics by stage]
stage          setup WS, ns  utilization  area [sq um]
2_1_floorplan          8.30            -         63300
3_3_place_gp           4.68        0.327         68600
3_5_place_dp           4.68        0.327         68600
4_1_cts                4.64        0.345         72400
5_1_grt                4.22        0.345         72400
6_report               4.11        0.345         72400
